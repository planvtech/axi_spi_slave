==> ./design.v <==
package qspis_pkg;
	typedef struct packed {
		logic sd0_o;
		logic sd0_oe;
		logic sd1_o;
		logic sd1_oe;
		logic sd2_o;
		logic sd2_oe;
		logic sd3_o;
		logic sd3_oe;
	} qspis_to_pad_t;
	typedef struct packed {
		logic sd0_i;
		logic sd1_i;
		logic sd2_i;
		logic sd3_i;
		logic csn_i;
		logic sck_i;
	} pad_to_qspis_t;
endpackage
module spi_slave_cmd_parser(
      input  logic [7:0] cmd,
      output logic       get_addr,
      output logic       get_mode,
      output logic       get_data,
      output logic       send_data,
      output logic       enable_cont,
      output logic       enable_regs,
      output logic       wait_dummy,
      output logic       error,
      output logic [1:0] reg_sel
      );
  always_comb
  begin
    get_addr       = 0;
    get_mode       = 0;
    get_data       = 0;
    send_data      = 0;
    enable_cont    = 0;
    enable_regs    = 1'b0;
    wait_dummy     = 0;
    reg_sel        = 2'b00;
    error          = 1'b1;
    case(cmd)
      8'h1:  
      begin
        get_addr       = 0;
        get_mode       = 0;
        get_data       = 1;
        send_data      = 0;
        enable_cont    = 0;
        enable_regs    = 1'b1;
        error          = 1'b0;
        wait_dummy     = 0;
        reg_sel        = 2'b00;
      end
      8'h2:  
      begin
        get_addr       = 1;
        get_mode       = 0;
        get_data       = 1;
        send_data      = 0;
        enable_cont    = 1'b1;
        enable_regs    = 1'b0;
        error          = 1'b0;
        wait_dummy     = 0;
        reg_sel        = 2'b00;
      end
      8'h5:  
      begin
        get_addr       = 0;
        get_mode       = 0;
        get_data       = 0;
        send_data      = 1;
        enable_cont    = 0;
        enable_regs    = 1'b1;
        error          = 1'b0;
        wait_dummy     = 0;
        reg_sel        = 2'b00;
      end
      8'h7:  
      begin
        get_addr       = 0;
        get_mode       = 0;
        get_data       = 0;
        send_data      = 1;
        enable_cont    = 0;
        enable_regs    = 1'b1;
        error          = 1'b0;
        wait_dummy     = 0;
        reg_sel        = 2'b01;
      end
      8'hB:  
      begin
        get_addr       = 1;
        get_mode       = 0;
        get_data       = 0;
        send_data      = 1;
        enable_cont    = 1'b1;
        enable_regs    = 1'b0;
        error          = 1'b0;
        wait_dummy     = 1;
        reg_sel        = 2'b00;
      end
      8'h11:  
      begin
        get_addr       = 1'b0;
        get_mode       = 1'b0;
        get_data       = 1'b1;
        send_data      = 1'b0;
        enable_cont    = 1'b0;
        enable_regs    = 1'b1;
        error          = 1'b0;
        wait_dummy     = 1'b0;
        reg_sel        = 2'b01;
      end
      8'h20:  
      begin
        get_addr       = 1'b0;
        get_mode       = 1'b0;
        get_data       = 1'b1;
        send_data      = 1'b0;
        enable_cont    = 1'b0;
        enable_regs    = 1'b1;
        error          = 1'b0;
        wait_dummy     = 1'b0;
        reg_sel        = 2'b10;
      end
      8'h21:  
      begin
        get_addr       = 1'b0;
        get_mode       = 1'b0;
        get_data       = 1'b0;
        send_data      = 1'b1;
        enable_cont    = 1'b0;
        enable_regs    = 1'b1;
        error          = 1'b0;
        wait_dummy     = 1'b0;
        reg_sel        = 2'b10;
      end
      8'h30:  
      begin
        get_addr       = 1'b0;
        get_mode       = 1'b0;
        get_data       = 1'b1;
        send_data      = 1'b0;
        enable_cont    = 1'b0;
        enable_regs    = 1'b1;
        error          = 1'b0;
        wait_dummy     = 1'b0;
        reg_sel        = 2'b11;
      end
      8'h31:  
      begin
        get_addr       = 1'b0;
        get_mode       = 1'b0;
        get_data       = 1'b0;
        send_data      = 1'b1;
        enable_cont    = 1'b0;
        enable_regs    = 1'b1;
        error          = 1'b0;
        wait_dummy     = 1'b0;
        reg_sel        = 2'b11;
      end
    endcase
  end
endmodule
module spi_slave_controller
    #(
    parameter DUMMY_CYCLES = 32,
    parameter ADDR_WIDTH = 32,
    parameter DATA_WIDTH = 32
    )
    (input logic        sclk,
    input  logic        sys_rstn,
    input  logic        cs,
    output logic        en_quad,
    output logic  [1:0] pad_mode,
    output logic  [7:0] rx_counter,
    output logic        rx_counter_upd,
    input  logic [DATA_WIDTH-1:0] rx_data,
    input  logic        rx_data_valid,
    output logic  [7:0] tx_counter,
    output logic        tx_counter_upd,
    output logic [DATA_WIDTH-1:0] tx_data,
    output logic        tx_data_valid,
    input  logic        tx_done,
    output logic        ctrl_rd_wr,
    output logic [ADDR_WIDTH-1:0] ctrl_addr,
    output logic        ctrl_addr_valid,
    output logic [DATA_WIDTH-1:0] ctrl_data_rx,
    output logic        ctrl_data_rx_valid,
    input  logic        ctrl_data_rx_ready,
    input  logic [DATA_WIDTH-1:0] ctrl_data_tx,
    input  logic        ctrl_data_tx_valid,
    output logic        ctrl_data_tx_ready,
    output logic [15:0] wrap_length
    );
  localparam REG_SIZE = 8;
  enum logic [2:0] {CMD,ADDR,MODE,DATA_TX,DATA_RX,DUMMY,ERROR} state,state_next;
  logic  [7:0] command;
  logic        decode_cmd_comb;
  logic [ADDR_WIDTH-1:0] addr_reg;
  logic  [7:0] cmd_reg;
  logic  [7:0] mode_reg;
  logic [DATA_WIDTH-1:0] data_reg;
  logic        sample_ADDR;
  logic        sample_MODE;
  logic        sample_CMD;
  logic        sample_DATA;
  logic        get_addr;
  logic        wait_dummy;
  logic        get_mode;
  logic        get_data;
  logic        send_data;
  logic        enable_cont;
  logic        enable_regs;
  logic        cmd_error;
  logic  [1:0] reg_sel;
  logic  [REG_SIZE-1:0] reg_data;
  logic        reg_valid;
  logic        ctrl_data_tx_ready_next;
  logic  [7:0] tx_counter_next;
  logic        tx_counter_upd_next;
  logic        tx_data_valid_next;
  logic        tx_done_reg;
  logic  [7:0] s_dummy_cycles;
  assign command = decode_cmd_comb ? rx_data[7:0] : cmd_reg;
  spi_slave_cmd_parser u_cmd_parser
  (
      .cmd         ( command     ),  
      .get_addr    ( get_addr    ),  
      .get_mode    ( get_mode    ),  
      .get_data    ( get_data    ),  
      .send_data   ( send_data   ),  
      .wait_dummy  ( wait_dummy  ),  
      .enable_cont ( enable_cont ),  
      .enable_regs ( enable_regs ),  
      .error       ( cmd_error   ),  
      .reg_sel     ( reg_sel     )   
  );
  spi_slave_regs #(
      .REG_SIZE(REG_SIZE)
    ) u_spiregs(
      .sclk(sclk),
      .rstn(sys_rstn),
      .wr_data(rx_data[REG_SIZE-1:0]),
      .wr_addr(reg_sel),
      .wr_data_valid(reg_valid),
      .rd_data(reg_data),
      .rd_addr(reg_sel),
      .dummy_cycles(s_dummy_cycles),
      .en_qpi(en_quad),
      .wrap_length(wrap_length)
      );
  always_comb
  begin
    pad_mode  = en_quad ? 2'b11 : 2'b01;
    rx_counter     = 8'(DATA_WIDTH-1);
    rx_counter_upd = 0;
    tx_counter_next     = 8'(DATA_WIDTH-1);
    tx_counter_upd_next = 0;
    decode_cmd_comb = 1'b0;
    sample_ADDR     = 1'b0;
    sample_MODE     = 1'b0;
    sample_CMD      = 1'b0;
    sample_DATA     = 1'b0;
    ctrl_data_rx_valid = 1'b0;
    ctrl_data_tx_ready_next = 1'b0;
    reg_valid       = 1'b0;
    tx_data_valid_next   = 1'b0;
    state_next           = state;
    case(state)
      CMD:
      begin
        pad_mode  = en_quad ? 2'b11 : 2'b01;
        decode_cmd_comb = 1'b1;
        ctrl_data_tx_ready_next = 1'b1;  
        if(rx_data_valid)
        begin
          sample_CMD = 1'b1;
          if (get_addr)
          begin
            state_next     = ADDR;
            rx_counter_upd = 1;
            rx_counter     = en_quad ? 8'(ADDR_WIDTH/4-1) : 8'(ADDR_WIDTH-1);
          end
          else if (get_data)
          begin
            state_next     = DATA_RX;
            rx_counter_upd = 1;
            if (enable_regs)
              rx_counter     = en_quad ? 8'h1 : 8'h7;
          end
          else
          begin
            state_next     = DATA_TX;
            tx_counter_upd_next = 1;
            tx_data_valid_next   = 1'b1;
            tx_counter_next     = en_quad ? 8'(DATA_WIDTH/4-1) : 8'(DATA_WIDTH-1);
            if (~enable_regs)
              ctrl_data_tx_ready_next = 1'b1;
          end
        end
        else
        begin
          state_next = CMD;
        end
      end
      ADDR:
      begin
        pad_mode  = en_quad ? 2'b11 : 2'b01;
        ctrl_data_tx_ready_next = 1'b1;
        if(rx_data_valid)
        begin
          sample_ADDR     = 1'b1;
          if (wait_dummy)
          begin
            state_next     = DUMMY;
            rx_counter     = s_dummy_cycles;
            rx_counter_upd = 1;
          end
          else if (send_data)
          begin
            state_next     = DATA_TX;
            tx_counter_upd_next = 1;
            tx_counter_next     = en_quad ? 8'(DATA_WIDTH/4-1) : 8'(DATA_WIDTH-1);
          end
          else if (get_data)
          begin
            state_next     = DATA_RX;
            rx_counter_upd = 1;
            rx_counter     = en_quad ? 8'(DATA_WIDTH/4-1) : 8'(DATA_WIDTH-1);
          end
        end
        else
        begin
          state_next = ADDR;
        end
      end
      MODE:
      begin
        pad_mode  = en_quad ? 2'b11 : 2'b01;
        if(rx_data_valid)
        begin
          if (wait_dummy)
          begin
            state_next = DUMMY;
            rx_counter     = DUMMY_CYCLES;
            rx_counter_upd = 1;
          end
          else if (get_data)
          begin
            state_next     = DATA_RX;
            rx_counter     = en_quad ? 8'(DATA_WIDTH/4-1) : 8'(DATA_WIDTH-1);
            rx_counter_upd = 1;
          end
          else if (send_data)
          begin
            state_next     = DATA_TX;
            tx_counter_next     = en_quad ? 8'(DATA_WIDTH/4-1) : 8'(DATA_WIDTH-1);
            tx_counter_upd_next = 1;
            tx_data_valid_next   = 1'b1;
            if (~enable_regs)
              ctrl_data_tx_ready_next = 1'b1;
          end
        end
        else
        begin
          state_next = MODE;
        end
      end
      DUMMY:
      begin
        pad_mode  = en_quad ? 2'b11 : 2'b01;
        if(rx_data_valid)
        begin
          if (get_data)
          begin
            state_next     = DATA_RX;
            rx_counter     = en_quad ? 8'(DATA_WIDTH/4-1) : 8'(DATA_WIDTH-1);
            rx_counter_upd = 1;
          end
          else
          begin
            state_next     = DATA_TX;
            tx_counter_next     = en_quad ? 8'(DATA_WIDTH/4-1) : 8'(DATA_WIDTH-1);
            tx_counter_upd_next = 1;
            tx_data_valid_next   = 1'b1;
            if (~enable_regs)
              ctrl_data_tx_ready_next = 1'b1;
          end
        end
        else
        begin
          state_next     = DUMMY;
        end
      end
      DATA_RX:
      begin
        pad_mode  = en_quad ? 2'b11 : 2'b01;
        if(rx_data_valid)
        begin
          if (enable_regs)
            reg_valid = 1'b1;
          else
            ctrl_data_rx_valid = 1'b1;
          if (enable_cont)
          begin
            state_next     = DATA_RX;
            rx_counter     = en_quad ? 8'(DATA_WIDTH/4-1) : 8'(DATA_WIDTH-1);
            rx_counter_upd = 1;
          end
          else
          begin
            state_next     = CMD;
            rx_counter     = en_quad ? 8'h1 : 8'h7;
            rx_counter_upd = 1;
          end
        end
        else
        begin
          state_next     = DATA_RX;
        end
      end
      DATA_TX:
      begin
        pad_mode  = en_quad ? 2'b10 : 2'b00;
        if(tx_done_reg)
        begin
          if (enable_cont)
          begin
            state_next     = DATA_TX;
            tx_counter_next     = en_quad ? 8'(DATA_WIDTH/4-1) : 8'(DATA_WIDTH-1);
            tx_counter_upd_next = 1;
            tx_data_valid_next   = 1'b1;
            if (~enable_regs)
              ctrl_data_tx_ready_next = 1'b1;
          end
          else
          begin
            state_next     = CMD;
            rx_counter     = en_quad ? 8'h1 : 8'h7;
            rx_counter_upd = 1;
          end
        end
        else
        begin
          state_next     = DATA_TX;
        end
      end
      ERROR:
      begin
        state_next = ERROR;
      end
    endcase
  end
  always @(posedge sclk or posedge cs)
  begin
    if (cs == 1'b1)
    begin
      state <= CMD;
    end
    else
    begin
      state <= state_next;
    end
  end
  always @(posedge sclk or posedge cs)
  begin
    if (cs == 1'b1)
    begin
      addr_reg            <= 'h0;
      mode_reg            <= 'h0;
      data_reg            <= 'h0;
      cmd_reg             <= 'h0;
      tx_done_reg         <= 1'b0;
      ctrl_addr_valid     <= 1'b0;
      tx_counter_upd      <= 1'b0;
      tx_data_valid       <= 1'b0;
      ctrl_data_tx_ready  <= 1'b0;
      tx_counter          <=  'h0;
      tx_data             <=  'h0;
    end
    else
    begin
      if (sample_ADDR) addr_reg <= rx_data;
      if (sample_MODE) mode_reg <= rx_data[7:0];
      if (sample_CMD)  cmd_reg  <= rx_data[7:0];
      if (sample_DATA) data_reg <= rx_data;
      ctrl_addr_valid           <= sample_ADDR;
      tx_counter_upd            <= tx_counter_upd_next;
      tx_counter                <= tx_counter_next;
      tx_data_valid             <= tx_data_valid_next;
      tx_done_reg               <= tx_done;
      ctrl_data_tx_ready        <= ctrl_data_tx_ready_next;
      tx_data                   <= (enable_regs) ? reg_data : ctrl_data_tx;
    end
  end
    assign ctrl_data_rx = rx_data;
    assign ctrl_addr    = addr_reg;
    assign ctrl_rd_wr   = send_data;
endmodule
module spi_slave_regs #(
  parameter REG_SIZE = 8
) (
  input  logic                sclk,
  input  logic                rstn,
  input  logic [REG_SIZE-1:0] wr_data,
  input  logic [1:0]          wr_addr,
  input  logic                wr_data_valid,
  output logic [REG_SIZE-1:0] rd_data,
  input  logic [1:0]          rd_addr,
  output logic [7:0]          dummy_cycles,
  output logic                en_qpi,
  output logic [15:0]         wrap_length
);
  logic [REG_SIZE-1:0] reg0;  
  logic [REG_SIZE-1:0] reg1;  
  logic [REG_SIZE-1:0] reg2;  
  logic [REG_SIZE-1:0] reg3;  
  assign en_qpi       = reg0[0];
  assign dummy_cycles = reg1;
  assign wrap_length  = {reg3,reg2};
  always_comb
  begin
    case(rd_addr)
      2'b00:
        rd_data = reg0;
      2'b01:
        rd_data = reg1;
      2'b10:
        rd_data = reg2;
      2'b11:
        rd_data = reg3;
    endcase
  end
  always @(posedge sclk or negedge rstn)
  begin
    if (rstn == 0)
    begin
      reg0 <= 'h0;
      reg1 <= 'd32;
      reg2 <= 'h0;
      reg3 <= 'h0;
    end
    else
    begin
      if (wr_data_valid)
      begin
        case(wr_addr)
          2'b00:
            reg0 <= wr_data;
          2'b01:
            reg1 <= wr_data;
          2'b10:
            reg2 <= wr_data;
          2'b11:
            reg3 <= wr_data;
        endcase
      end
    end
  end
endmodule
==> ./run.sh <==
#!/bin/bash
# OpenROAD 26Q1-2900-gdf79404cd8, Yosys 0.63+post, stock flow scripts
make -C /OpenROAD-flow-scripts/flow DESIGN_CONFIG=/design/flow/config.mk WORK_HOME=/design/flow/orfs finish
==> ./config.mk <==
export PLATFORM = sky130hd
export DESIGN_NAME = spi_slave_controller
export DESIGN_NICKNAME = spi_slave_controller
export VERILOG_FILES = /design/flow/design.v
export SDC_FILE = /design/flow/constraint.sdc
export NUM_CORES = 4
export LEC_CHECK = 1
export CORE_UTILIZATION = 50
==> ./constraint.sdc <==
current_design spi_slave_controller

set clk_period 7.7
set clk_io_pct 0.2

create_clock -name clk0 -period $clk_period [get_ports {sclk}]

set non_clock_inputs [all_inputs -no_clocks]
set_input_delay [expr $clk_period * $clk_io_pct] -clock clk0 $non_clock_inputs
set_output_delay [expr $clk_period * $clk_io_pct] -clock clk0 [all_outputs]
==> results_slide.txt <==
Synthesis and Place & Route Summary

Run status
  • Outcome: completed

Floorplanning
  • Chip width: ~110 um
  • Die y size: 108 um
  • Core area: between 0.01 and 0.015 mm2
  • Chip area: between 0.01 and 0.015 mm2
  • Io pins: 209
  • FP Util: 0.516
  • Row count: 38

Drt
  • Met1 WL: ~6700 um
  • Drt via density: around 5.6
  • Via count: about 4400
  • Number of DRC markers in iteration 0: ~240
  • Routed len/inst: between 15 and 20 um
  • Top layer in use: met4
  • Number of routed nets with antenna violations: 0
  • DRT Pass-1 Iters: 6
  • Metal2 WL: about 7300 um
  • Final WL: approximately 16000 um
  • Remaining DRCs: 0
  • Number of antenna diodes: 0
  • Met3 WL: ~1500 um

CTS
  • Post-CTS setup buffer count: 0
  • Hold buffers post-CTS: 0
  • TritonCTS clock tree: done
  • PostCTS Resize Cnt: 0
  • Clk sinks: approximately 120
  • Max clock buf depth: 2
  • CTS clk-pin slew, worst paths: 0.06 ns
  • Num CTS Buffers: 17
  • Skew-Pair Late Insertion Delay: 0.51 ns
  • Htree depth: 4
  • Clock root buffer: clkbuf_8

Setup path
  • CP required: between 6 and 7 ns
  • CP max FO: 13
  • Crit path DAT: ~4.8 ns
  • Crit Path Class: in -> out
  • Startpoint types: input port
  • Kind of end point of the critical path: output pin

Placement
  • Detail Placement HPWL: between 10000 and 15000 um
  • Port Buffers: 203
  • RePlAce Congestion: 0.894

Synth
  • Synth flops: 117
  • Mapped Cells: about 470
  • Synth Area in XOR/XNOR: 0.00623
  • Simple logic cell fraction of the synthesized area: 0.130
  • Post-synth top cells: dfrtp_1, mux2_2, buf_4
  • Cell area after synthesis: 0.00562 mm2
  • Synth Area in Compound Gates: 0.0917
  • Unique masters post-synth: 65
  • Max-area cell share: 0.512
  • Area leader, netlist: dfrtp_1
  • Adder share: 0
  • Summed standard-cell area reported by yosys: roughly 0.0056 mm2
  • Top-count cell post-synth: dfrtp_1
  • Most common reg cell: dfrtp_1
  • MUX share of area: 0.167
  • Syn Area/Cell: roughly 12 um2
  • Synth top area cells: dfrtp_1, mux2_2, buf_4, and3_1, nor2_1
  • Synth warn: 3
  • Yosys stat cell total: 471
  • Main logic family: multiplexers
  • Count of library flops with an enable pin: 0
  • Synth Seq Share: 0.521
  • Fraction of registers with async set/reset: 1.00

STA
  • Final Critical Period: approximately 6.3 ns
  • Final period utilization: 0.820
  • Fmax: ~0.16 GHz
  • RSZ-0062 raised after global routing: no
  • Final hold vios: 0
  • Post-route setup TNS: 0 ns
  • Slew @ Worst Pin: around 0.73 ns
  • Final setup fails: 0
  • Slew Limit Fails: 0
  • Relative slew slack: 0.515
  • Clock skew: ~0.0062 ns

Global route
  • GRT overflow: 0
  • First-pass GRT wire length: 23900 um
  • Initial antenna violation count: 0
  • Pin count of the biggest net entering global routing: 56
  • Tot GR Track Use: 0.284
  • Vias in the first global route: between 4000 and 5000

Power and ir drop
  • Leak: ~3.6 nW
  • Total power draw: ~0.0024 W
  • Peak supply drop: between 0.15 and 0.2 mV
  • PwrDens: about 300 mW/mm2

Run
  • Tool warnings: 28
  • Maximum capacitance violations: 0

Cells and area
  • Area Growth Syn to Fin: 43.2%
  • Share of layout cells above drive strength 1: 0.201

Min path
  • Hold/Removal Path Class: reg -> reg
## worst paths after layout
path / from / to / slack, ns / cells past startpoint
setup / recovery: rx_data[5] / rx_counter[3] / 1.39 / 8
hold / removal: addr_reg[28]$_DFFE_PP0P_ / addr_reg[28]$_DFFE_PP0P_ / 0.50 / 1
setup reg to reg: state[0]$_DFF_PP1_ / u_spiregs.reg3[2]$_DFFE_PN0P_ / 4.79 / 6
hold reg to reg: addr_reg[28]$_DFFE_PP0P_ / addr_reg[28]$_DFFE_PP0P_ / 0.50 / 1
max in group asynchronous: cs / state[0]$_DFF_PP1_ / 5.23 / 4
min in group asynchronous: sys_rstn / u_spiregs.reg2[7]$_DFFE_PN0P_ / 1.42 / 2
## critical path: stages
cell             delay [ns]
clkdlybuf4s50_1        0.73
or4b_4                 0.68
a222oi_1               0.40
buf_4                  0.25
o21ai_1                0.09
o41ai_1                0.51
nand3_1                0.14
clkdlybuf4s50_1        0.42
## cell type report
type                            instances  area (um2)
Sequential cell                       117        2930
Fill cell                             732        2840
Multi-Input combinational cell        278        2240
Timing Repair Buffer                  211        2090
Clock buffer                           17         414
Tap cell                              140         175
Clock inverter                         15         158
Inverter                               10        38.8
## per-layer routing
metal	up-vias	track usage
met4	0	0.0470
met5	-	0
li1	1999	-
met1	2164	0.437
met2	225	0.429
met3	19	0.0804
## through the flow
step                      std cells  worst slack [ns]   util  cell area, um2  hold WS [ns]
after detailed placement        756              1.45  0.686            7470         0.495
final                           788              1.39  0.739            8040         0.503
after floorplan                 473              3.09      -            5630         0.444
after global routing            788              1.28  0.739            8040         0.523
after global placement          756              1.50  0.686            7470         0.486
after CTS                       788              1.43  0.739            8040         0.508
## cells in the final DEF, fill, tap and decap left out, types with 3 or more instances in the layout
| master | synthesis | routed |
|---|---|---|
| a211oi_1 | 3 | 3 |
| o41ai_1 | 3 | 3 |
| and3_1 | 29 | 29 |
| clkinv_4 | 0 | 4 |
| nor3b_1 | 4 | 4 |
| clkbuf_16 | 0 | 16 |
| a31oi_1 | 4 | 4 |
| nand2_1 | 16 | 16 |
| clkdlybuf4s50_1 | 0 | 203 |
| nand2b_1 | 3 | 3 |
| inv_1 | 10 | 9 |
| clkinvlp_4 | 0 | 4 |
| nand3b_1 | 4 | 4 |
| mux2_2 | 73 | 73 |
| nor3_1 | 6 | 6 |
| or3b_2 | 3 | 3 |
| or3_1 | 3 | 3 |
| and2_1 | 8 | 7 |
| mux2_1 | 5 | 5 |
| o21ai_0 | 5 | 5 |
| a21o_1 | 3 | 3 |
| dfrtp_1 | 115 | 115 |
| nand3_1 | 9 | 9 |
| o221ai_1 | 5 | 5 |
| clkinv_2 | 0 | 4 |
| a2bb2oi_1 | 5 | 5 |
| a21oi_1 | 7 | 7 |
| nor2_1 | 19 | 19 |
| xnor2_1 | 3 | 3 |
| a32o_1 | 3 | 3 |
| mux2i_1 | 6 | 6 |
| buf_4 | 40 | 8 |
| o22ai_1 | 3 | 3 |
| conb_1 | 2 | 4 |
| nand4_1 | 4 | 4 |
| o2111ai_1 | 3 | 3 |
## kinds of logic after synthesis
kind of cell | count (synthesis)
DFF | 117
and+or+nand+nor | 121
xor gates and xnor gates | 4
other | 2
muxes | 84
AOI/OAI and AO/OA | 65
buffers and inverters | 78
## power by group
group          switching, W  total, W  internal, W
combinational      0.000272  0.000748     0.000477
sequential         0.000112  0.000862     0.000750
clock              0.000284  0.000745     0.000461
Power figures rest on the tool's default switching activity, not on a simulated workload.
