**./config.mk**
```make
export PLATFORM = sky130hd
export DESIGN_NAME = spi_slave_rx
export DESIGN_NICKNAME = spi_slave_rx
export VERILOG_FILES = /design/flow/design.v
export SDC_FILE = /design/flow/constraint.sdc
export NUM_CORES = 4
export LEC_CHECK = 1
export CORE_UTILIZATION = 30
```
**./constraint.sdc**
```tcl
current_design spi_slave_rx

set clk_period 3.2
set clk_io_pct 0.2

create_clock -name clk0 -period $clk_period [get_ports {sclk}]

set non_clock_inputs [all_inputs -no_clocks]
set_input_delay [expr $clk_period * $clk_io_pct] -clock clk0 $non_clock_inputs
set_output_delay [expr $clk_period * $clk_io_pct] -clock clk0 [all_outputs]
```
**./design.v**
```verilog
package qspis_pkg;
	typedef struct packed {
		logic sd0_o;
		logic sd0_oe;
		logic sd1_o;
		logic sd1_oe;
		logic sd2_o;
		logic sd2_oe;
		logic sd3_o;
		logic sd3_oe;
	} qspis_to_pad_t;
	typedef struct packed {
		logic sd0_i;
		logic sd1_i;
		logic sd2_i;
		logic sd3_i;
		logic csn_i;
		logic sck_i;
	} pad_to_qspis_t;
endpackage
module spi_slave_rx#(
    parameter DATA_WIDTH = 32
)(
    input  logic        sclk,
    input  logic        cs,
    input  logic        sdi0,
    input  logic        sdi1,
    input  logic        sdi2,
    input  logic        sdi3,
    input  logic        en_quad_in,
    input  logic  [7:0] counter_in,
    input  logic        counter_in_upd,
    output logic [DATA_WIDTH-1:0] data,
    output logic        data_ready
);
    reg [DATA_WIDTH-1:0] data_int;
    reg [DATA_WIDTH-1:0] data_int_next;
    reg  [7:0] counter;
    reg  [7:0] counter_trgt;
    reg  [7:0] counter_next;
    reg  [7:0] counter_trgt_next;
    logic      running;
    logic      running_next;
    assign data = data_int_next;
    always_comb
    begin
        if (counter_in_upd)
            counter_trgt_next = counter_in;
        else if ((counter_trgt == 8'h1) && !en_quad_in)
                counter_trgt_next = 8'h7;
             else
                counter_trgt_next = counter_trgt;
        if (counter_in_upd)
            running_next = 1'b1;
        else if (counter == counter_trgt)
                running_next = 1'b0;
             else
                running_next = running;
        if (running)
        begin
                if (counter == counter_trgt)
                begin
                    counter_next =  'h0;
                    data_ready   = 1'b1;
                end
                else
                begin
                    counter_next = counter + 1;
                    data_ready   = 1'b0;
                end
                if (en_quad_in)
                    data_int_next = {data_int[DATA_WIDTH-5:0],sdi3,sdi2,sdi1,sdi0};
                else
                    data_int_next = {data_int[DATA_WIDTH-2:0],sdi0};
        end
        else
        begin
            counter_next  = counter;
            data_ready    = 1'b0;
            data_int_next = data_int;
        end
    end
    always @(posedge sclk or posedge cs)
    begin
        if (cs == 1'b1)
        begin
            counter      <= 0;
            counter_trgt <= 'h1;
            data_int     <= 'h0;
            running      <= 'h1;
        end
        else
        begin
            counter      <= counter_next;
            counter_trgt <= counter_trgt_next;
            data_int     <= data_int_next;
            running      <= running_next;
        end
    end
endmodule
```
**./run.sh**
```bash
#!/bin/bash
# OpenROAD 26Q1-2900-gdf79404cd8, Yosys 0.63+post, stock flow scripts
make -C /OpenROAD-flow-scripts/flow DESIGN_CONFIG=/design/flow/config.mk WORK_HOME=/design/flow/orfs finish
```
==> results.json <==
{
  "cap_viol_max_count": 0,
  "pwr-share-seq_pct": 47.2,
  "cts.sinks": 49,
  "cts_root_buf": "clkbuf_8",
  "place.gp.congestion": 0.786,
  "portBuffers": 48,
  "fillers": 702,
  "grt_max_degree": 48,
  "syn_inst": 214,
  "critPathLaunchType": "flip-flop",
  "tns_ns": 0,
  "p_sw_uw": 642,
  "slowest_stage": "dfstp_2",
  "cp_cell_sequence": "buf_4, nor2_1, a21oi_1, clkdlybuf4s50_1",
  "avgRoutedWirePerCell_um": 12.5,
  "ys_types": 29,
  "warning_count": 25,
  "cts.path.max_buffers": 2,
  "period_used_pct": 84.2,
  "clkPwrFrac_pct": 20.0,
  "worstPathRequired_ns": 2.56,
  "flop_area_mm2": 0.00123,
  "worstSetupPathType": "flip-flop to output pin",
  "ys_seq_share_pct": 53.3,
  "critPathCaptureType": "output pin",
  "numCtsBuffers": 5,
  "final_core_util_pct": 40.8,
  "clock_latency_ns": 0.30,
  "initialDrtViolationCount": 62,
  "insertedDiodeCount": 0,
  "rsz0062_at_grt": "false",
  "hold_viol_final": 0,
  "first_pass_iters": 4,
  "drc": 0,
  "rows": 31,
  "p_comb_share_pct": 32.8,
  "fmax_ghz": 0.371,
  "async_flop_share_pct": 100,
  "finalMaxSlewViolations": 0,
  "top_cell_area_share_pct": 51.0,
  "worstMarginPinSlew_ns": 0.729,
  "grt_pass1_wl_um": 7710,
  "ctsResizeCount": 0,
  "grtUsageTotal_pct": 12.5,
  "clk_pin_slew_worst_paths_ns": 0.09,
  "switching_share_pct": 29.8,
  "dpl.cell_count": 353,
  "yosysTopAreaCell": "dfrtp_1",
  "critPathMaxFanout": 47,
  "synth-seq-cells": 49,
  "syn_avg_cell_area_um2": 10.8,
  "fp_util_pct": 31.5,
  "dpl.hpwl_um": 3110,
  "ys_cells": 214,
  "finalClockSkew_ns": 0.0122,
  "synth_chip_area_mm2": 0.00231,
  "flop_cell": "dfrtp_1",
  "cts_max_level": 2,
  "chip_area_mm2": 0.00805,
  "ys_warn_count": 1,
  "slowest_delay_ns": 0.55,
  "worst_hold_startpoint": "data_int[31]$_DFF_PP0_",
  "core-area_mm2": 0.00733,
  "post-cts-setup-buffers": 0,
  "gr-total-overflow": 0,
  "syn_area_mm2": 0.00231,
  "fp.dieH_um": 89.7,
  "io_pins": 49,
  "drive_gt1_share_pct": 9.92,
  "power.internal_mw": 1.51,
  "arrival_ns": 2.05,
  "setup_violations": 0,
  "vdd_drop_max_uv": 266,
  "area_growth_pct": 29.6,
  "holdBufCountCts": 0,
  "logic_area_um2": 985,
  "fin_crit_ns": 2.69,
  "ys_top_cells_by_area": "dfrtp_1, mux2i_1, a21oi_1",
  "status": "complete, no violations",
  "cts_tree": "done",
  "grt_pass1_vias": 1649,
  "route.antenna.remaining_nets": 0,
  "critPathLaunch": "running$_DFFE_PP1P_",
  "edf_count": 0,
  "die_x_um": 89.7,
  "setup_ws_ns": 0.507,
  "hp-class": "flip-flop to flip-flop",
  "power_density_mw_per_mm2": 721,
  "regToRegStartpoint": "running$_DFFE_PP1P_",
  "route.vias.total": 1644,
  "finalWirelength_um": 4500,
  "antenna_found_initial": 0,
  "pre_cts_ws_ns": 0.728,
  "layout.cells.non_filler": 361,
  "p_leak_nw": 1.30,
  "slew_headroom_pct": 51.4,
  "vias_per_cell": 4.55
}
layout make-up:
class | instances | share of cell area (%)
multi-input combinational | 147 | 32.9
clock buffer | 6 | 2.43
tap | 99 | 4.14
clock inverter | 2 | 1.17
timing repair buffer | 53 | 17.6
sequential | 49 | 41.1
inverter | 5 | 0.628
sequential cells by signal, summed over array words and instances (netlist names):
name,flops
running,1
counter,8
data_int,32
counter_trgt,8
per-stage QoR:
stage	power, mW	instance area, um2	hold slack [ns]
floorplan	1.33	2310	0.466
global placement	1.74	2880	0.536
detailed placement	1.74	2880	0.536
CTS	2.19	2990	0.549
global route	2.34	2990	0.564
finish	2.16	2990	0.549
placed cells by master, fill, tap and decap left out, types with 4 or more instances in the layout:
master,n
mux2i_1,31
xor2_1,6
nand2_1,5
clkdlybuf4s50_1,47
nor2_1,39
mux2_2,7
clkbuf_8,5
a21oi_1,33
dfrtp_1,47
xnor2_1,8
buf_4,4
per-layer routing:
layer	share of wire, %	global-route usage (%)
met1	52	20.6
met2	43	18.3
met3	4.4	2.41
met4	0.93	1.30
met5	0	0
cells by family (layout without fill, tap and decap cells):
family / after synthesis / after routing / synth area share, %
flip-flops: 49 / 49 / 53.3
adder cells (fa/ha/maj): 1 / 1 / 0.542
XOR/XNOR: 14 / 14 / 5.31
buffers and inverters: 18 / 66 / 4.07
multiplexers: 38 / 38 / 16.9
AND/OR/NAND/NOR: 57 / 57 / 11.4
AND-OR/OR-AND: 37 / 37 / 8.51
power groups by stage:
stage     logic (mW)  registers [mW]  clock network (mW)
5_1_grt        0.810            1.05               0.476
6_report       0.707            1.02               0.431
4_1_cts        0.720            1.02               0.446
synth_stat cells, types with 3 or more instances:
cell type  number
dfrtp_1        47
nor2_1         39
a21oi_1        33
mux2i_1        31
xnor2_1         8
mux2_2          7
buf_2           6
xor2_1          6
nand2_1         5
inv_1           4
buf_4           3
clkbuf_1        3
nand3_1         3
critical path: cells and delay by family (launching register included):
| kind | cells | cell delay (ns) |
|---|---|---|
| AND/OR/NAND/NOR | 1 | 0.10 |
| flip-flops | 1 | 0.55 |
| buffers and inverters | 2 | 0.87 |
| AND-OR/OR-AND | 1 | 0.21 |
path summary, 6_finish.rpt:
| check | endpoint | slack [ns] | cells past startpoint |
|---|---|---|---|
| max in group asynchronous | running$_DFFE_PP1P_ | 1.74 | 3 |
| min | data_int[31]$_DFF_PP0_ | 0.55 | 2 |
| max | data[10] | 0.51 | 4 |
| min in group asynchronous | data_int[14]$_DFF_PP0_ | 0.78 | 2 |
| min reg2reg | data_int[31]$_DFF_PP0_ | 0.55 | 2 |
| max reg2reg | counter[5]$_DFFE_PP0P_ | 1.73 | 5 |
Power and IR drop assume default switching activity.
